==> design.v <==
module vga_horizontal(clk,v_enable,x_c);
input clk;
output reg v_enable;
output reg [15:0] x_c;
integer  c_counter,clk_counter,clk_enable;  
initial 
begin
v_enable='d0;
x_c='d0;
clk_enable='d0;
c_counter='d0;
end
always @(posedge clk)
begin
	if(c_counter==1)
	begin
		c_counter<='d0;
		clk_enable<='d1;
	end
	else 
	begin
		c_counter<=c_counter+'d1;
		clk_enable<='d0;
	end 
end
always @(posedge clk) begin
if(clk_enable=='d1)              
begin
  if(x_c<'d799)
  begin 
     x_c<=x_c+1;    
     v_enable<=0;	  
  end 
  else  
  begin
     x_c<=0 ;
	  v_enable<=1;   
	end
end		 
end
endmodule 
==> run.sh <==
#!/bin/bash
# OpenROAD 26Q1-2900-gdf79404cd8, Yosys 0.63+post, stock flow scripts
make -C /OpenROAD-flow-scripts/flow DESIGN_CONFIG=/design/flow/config.mk WORK_HOME=/design/flow/orfs finish
==> config.mk <==
export PLATFORM = sky130hd
export DESIGN_NAME = vga_horizontal
export DESIGN_NICKNAME = vga_horizontal
export VERILOG_FILES = /design/flow/design.v
export SDC_FILE = /design/flow/constraint.sdc
export NUM_CORES = 4
export LEC_CHECK = 1
export CORE_UTILIZATION = 40
==> constraint.sdc <==
current_design vga_horizontal

set clk_period 4.4
set clk_io_pct 0.2

create_clock -name clk0 -period $clk_period [get_ports {clk}]

set non_clock_inputs [all_inputs -no_clocks]
set_input_delay [expr $clk_period * $clk_io_pct] -clock clk0 $non_clock_inputs
set_output_delay [expr $clk_period * $clk_io_pct] -clock clk0 [all_outputs]
==> metrics.cfg <==
[yosys]
ys_cells=190
avgSynthCellArea_um2=11.2
synth_seq_share=0.553
synth_area_um2=2120
syn_inst=190
ys_warn_count=1
ys_ff=50
synth_cell_type_count=28
yosys_area_um2=2120

[pwr]
ir_drop_uv=221
p_per_area_nw_per_um2=315
p_leak_nw=0.855

[run]
cap_violations=0
tool_warnings=26

[floorplan]
core.rowCount=26
floorplan.core_util=0.415
core_um2=5110
die_h_um=74.8
io_pins=18
dieWidth_um=74.8
dieArea_um2=5590

[timing]
max_slew.worst_pin.slew_ns=0.693
timing.final.hold_violations=0
setup_viol=0
fin_skew_ns=0.00642
final.setup.tns_ns=0
slew_headroom=0.537
layout_worst_path_cycle_share=0.480
rsz0062_at_grt=no
min_period_ns=2.11
max_freq_ghz=0.474
timing.final.max_slew_violations=0

[drt]
drt_pre_antenna_iters=4
wl_mm=3.28
drtAntennaViolNets=0
wire_per_inst_um=11.4
drtIter0Drc=26
drc_errors=0
n_antenna_cell=0
vias=1418
routed_via_density=4.91

[critical_path]
critPathArrivalTime_ns=1.23
crit_buf_inv=1
path_cells=clkdlybuf4s50_1
cp.required_ns=3.52
cpLargestDelayFamily=buffers and inverters
critPathCaptureType=output port
crit_path_start_kind=flip-flop
slowest_delay_ns=0.49
crit_type=reg -> out
slowest_stage=clkdlybuf4s50_1
crit_path_max_fanout=6

[final_layout]
logic_area_um2=945
drive_gt1_frac=0.0685
fill_cells=488
syn2layout_area_growth_pct=17.7
flop_area_um2=1170
stdcell_count=289
final_util=0.488

[placement]
routabilityCongestion=0.753
dp_cells=281
portBuffers=17
dp_hpwl_mm=2.32

[grt]
grt_max_degree=18
antenna_found_initial=0
grt_use_total=0.131
grt_pass1_vias=1216
gr-total-overflow=0
grt_pass1_wl_mm=5.53

[cts]
clk_path_buf_depth=2
clk-insertion-delay-late_ns=0.30
cts_resized=0
cts_setup_buffers=0
cts_max_level=2
cts_tree=built
numCtsBuffers=5
clk_pin_slew_ns=0.08
root_buffer=clkbuf_8
cts_hold_buffers=0
cts.sinks=50

[hold_path]
hold_path_class=reg -> reg

[run_status]
outcome=complete, no violations

-- Yosys cell counts (all sizes together) --
| master | number | area, um2 |
|---|---|---|
| inv | 2 | 7.51 |
| nand4 | 13 | 96.3 |
| nor3b | 1 | 12.5 |
| xor2 | 10 | 87.6 |
| nand3 | 16 | 80.1 |
| nor2 | 18 | 67.6 |
| conb | 1 | 3.75 |
| ha | 3 | 37.5 |
| or4 | 1 | 7.51 |
| nor4 | 10 | 98.8 |
| xnor2 | 27 | 236 |
| and4 | 4 | 37.5 |
| a31oi | 1 | 6.26 |
| dfxtp | 33 | 661 |
| nor4b | 1 | 8.76 |
| nand2 | 14 | 52.6 |
| clkbuf | 1 | 3.75 |
| and2 | 1 | 6.26 |
| edfxtp | 17 | 510 |
| o21ai | 1 | 5.00 |
| nor3 | 6 | 30.0 |
| and3 | 8 | 51.3 |
| buf | 1 | 11.3 |
-- per-layer routing --
layer  track usage  part of all wire  vias up
met5             0                 0        -
met4        0.0189             0.018        0
met2         0.197              0.43       21
li1              -                 -      736
met3        0.0326             0.028        5
met1         0.206              0.52      656
-- final cells by class --
cell class / instances / area share
clock buffer: 7 / 0.0306
clock inverter: 1 / 0.0120
inverter: 2 / 0.00301
multi-input combinational: 141 / 0.379
sequential: 50 / 0.469
tap: 70 / 0.0351
timing repair buffer: 18 / 0.0712
-- through the flow --
step	total power, mW	cell area, um2	hold WS [ns]	setup slack (ns)
finish	0.785	2490	0.477	2.29
global route	0.814	2490	0.510	2.22
CTS	0.796	2490	0.487	2.28
detailed placement	0.486	2390	0.471	2.62
global placement	0.486	2390	0.466	2.63
floorplan	0.486	2140	0.435	2.77
-- logic make-up (layout without fill, tap and decap cells) --
group | Yosys count | in the layout | synth area share
xor gates and xnor gates | 37 | 37 | 0.153
adders and majority gates | 3 | 3 | 0.0177
buffers and inverters | 4 | 28 | 0.0106
and+or+nand+nor | 93 | 93 | 0.259
DFF | 50 | 50 | 0.553
other | 1 | 6 | 0.00177
AOI/OAI and AO/OA | 2 | 2 | 0.00531
-- layout by cell type (no fill, tap or decap), drive strengths merged, types with 6 or more instances in the layout --
cell type	instances
nor4	10
nand2	14
nor2	18
nand4	13
conb	6
edfxtp	17
clkdlybuf4s50	17
xnor2	27
nand3	16
clkbuf	7
and3	8
xor2	10
dfxtp	33
nor3	6
-- where the power goes --
group	internal (mW)	switching, mW
Combinational	0	0.000521
Clock	0.170	0.140
Sequential	0.474	0
Total	0.644	0.141
-- flip-flops by register name (all words and copies together), names as in the netlist --
name        count
x_c            16
c_counter      32
v_enable        1
clk_enable      1
-- path summary, 6_finish.rpt --
| check | from | to | slack [ns] | cells past startpoint |
|---|---|---|---|---|
| setup / recovery | x_c[2] | x_c[2] | 2.29 | 1 |
| setup reg to reg | c_counter[12] | c_counter[31] | 2.64 | 4 |
| hold reg to reg | c_counter[31] | c_counter[31] | 0.48 | 1 |
| hold / removal | c_counter[31] | c_counter[31] | 0.48 | 1 |
Power is estimated from default activity; no workload was simulated.
