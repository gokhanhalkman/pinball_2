<file path="./config.mk">
export PLATFORM = sky130hd
export DESIGN_NAME = vga_vertical
export DESIGN_NICKNAME = vga_vertical
export VERILOG_FILES = /design/flow/design.v
export SDC_FILE = /design/flow/constraint.sdc
export NUM_CORES = 4
export LEC_CHECK = 1
export CORE_UTILIZATION = 50
</file>
<file path="./constraint.sdc">
current_design vga_vertical

set clk_period 7.3
set clk_io_pct 0.2

create_clock -name clk0 -period $clk_period [get_ports {clk}]

set non_clock_inputs [all_inputs -no_clocks]
set_input_delay [expr $clk_period * $clk_io_pct] -clock clk0 $non_clock_inputs
set_output_delay [expr $clk_period * $clk_io_pct] -clock clk0 [all_outputs]
</file>
<file path="./design.v">
module vga_vertical(clk,v_enable,y_c);
input clk,v_enable;
output reg [15:0] y_c;
integer c_counter,clk_enable;
initial begin
y_c='d0;
clk_enable='d0;
c_counter='d0;
			end
always @(posedge clk)begin
if(c_counter==1)begin
 c_counter<='d0;
 clk_enable<='d1;
                end
else begin
 c_counter<=c_counter+'d1;
 clk_enable<='d0;
     end 
                      end
always @(posedge clk) begin
if(clk_enable=='d1)          begin
if(v_enable=='b1) begin
  if(y_c<'d524)
     y_c<=y_c+1;    
  else  begin
     y_c<=0 ; 											
	     end
                  end
			          end	     
		                        end				 
endmodule 
</file>
<file path="./run.sh">
#!/bin/bash
# OpenROAD 26Q1-2900-gdf79404cd8, Yosys 0.63+post, stock flow scripts
make -C /OpenROAD-flow-scripts/flow DESIGN_CONFIG=/design/flow/config.mk WORK_HOME=/design/flow/orfs finish
</file>
==> impl_metrics.csv <==
group,metric,value,unit
run_status,status,"completed",
cts,cts_hold_buf,0,
sta,final-max-slew-violation-count,0,
die,boundaryPins,18,
sta,whs,0.482,ns
cts,cts.sinks,49,
global_routing,grt_pass1_wl,6.15,mm
cts,htree_levels,2,
detailed_routing,drcViolationCount,0,
die,num_rows,23,
logic_synthesis,synth_area,0.00209,mm2
critical_path,critPathSlowestCell,"clkdlybuf4s50_1",
global_routing,antenna_found_initial,0,
logic_synthesis,top_logic_kind,"simple AND/OR/NAND/NOR gates",
cells_and_area,fillCellCount,331,
sta,finClkSkew,0.00401,ns
detailed_routing,ant_nets,0,
detailed_routing,first_pass_iters,4,
logic_synthesis,yosysWarnings,1,
logic_synthesis,synth.distinct_cells,25,
critical_path,worstPathCellList,"clkdlybuf4s50_1",
critical_path,crit_path_max_fanout,6,
sta,post-route-min-period,2.76,ns
logic_synthesis,edf_count,16,
cells_and_area,stdcell_count,272,
logic_synthesis,synthArstFlopShare,0,%
place,io_buffers,17,
die,fp_util,52.1,%
place,place_area,0.00233,mm2
power_and_ir_drop,power.leakage,0.797,nW
die,core,0.00400,mm2
critical_path,critPathMaxStageDelay,0.51,ns
logic_synthesis,synth-xor-area-share,15.5,%
min_path,hp-class,"flop to flop",
sta,fin_crit_sh,37.8,%
critical_path,startpoint_type,"flop",
global_routing,track_usage,18.6,%
critical_path,path_buffers,1,
cells_and_area,fin_util,61.0,%
cts,cts_tree,"built",
power_and_ir_drop,p_per_area,189,mW/mm2
cells_and_area,design_area,0.00244,mm2
sta,hold_violations,0,
logic_synthesis,syn_inst,193,
power_and_ir_drop,max-vdd-ir-drop,0.180,mV
logic_synthesis,yosys_cells,193,
die,fp.dieW,66.6,um
flow_run,stage_log_warnings,27,
detailed_routing,routedWlPerCell,13.0,um
critical_path,arrival,1.30,ns
cells_and_area,area_delta_synth_final,17.0,%
die,die_height,66.6,um
cts,cts_root_buf,"clkbuf_8",
detailed_routing,drtIter0Drc,64,
logic_synthesis,synthFlopType,"dfxtp_1",
global_routing,grt_max_degree,17,
critical_path,path_class,"flop to output pin",
cts,cts_inserted_buffers,5,
cts,cts_setup_buffers,0,
logic_synthesis,ys_seq_share,54.7,%
cts,clk_pin_slew,0.08,ns
sta,fmax,0.363,GHz
sta,rsz0062_at_grt,"no",
cts,cts_resized,0,
place,hpwl,2.54,mm
logic_synthesis,synthAdderAreaFrac,1.80,%
sta,setup_tns,0,ns
critical_path,end_kind,"output pin",
die,dieArea,0.00443,mm2
logic_synthesis,yosys-stat-area,0.00209,mm2
place,gp_congestion,0.874,
cells_and_area,layout-drive-gt1-share,5.86,%
sta,relSlewSlack,53.8,%
sta,worstMarginPinSlew,0.693,ns
critical_path,required,5.84,ns
logic_synthesis,ys_sh_simple,25.1,%
detailed_routing,antenna_cells,0,
critical_path,crit_family,"buffers and inverters",
logic_synthesis,muxShareOfSynthArea,0,%
logic_synthesis,syn_area_per_cell,10.8,um2
cts,clk_latency,0.29,ns
global_routing,gr-total-overflow,0,
place,dp_cells,264,
logic_synthesis,synthAoiAreaFrac,1.32,%
sta,setup_viol,0,
detailed_routing,via_count,1480,
flow_run,drv_cap,0,
detailed_routing,via_per_inst,5.44,
detailed_routing,drt_wl_total,3.53,mm
logic_synthesis,ys.flops,49,
global_routing,grt_pass1_vias,1453,
cts,cts_buffer_depth,2,
[power by group]
group | total [W] | internal (W) | switching, W
clock network | 0.000181 | 0.000101 | 0.0000804
logic | 0.000000853 | 0.000000458 | 0.000000395
registers | 0.000280 | 0.000280 | 0
total | 0.000462 | 0.000381 | 0.0000808
[stage by stage]
stage | total power, W | worst slack (ns)
6_report | 0.000462 | 4.54
5_1_grt | 0.000478 | 4.45
4_1_cts | 0.000465 | 4.53
3_5_place_dp | 0.000287 | 4.43
3_3_place_gp | 0.000287 | 4.44
2_1_floorplan | 0.000286 | 5.03
[worst reg2reg max path, cell delays in order, from the launching register on]
cell and delay (ns):
dfxtp_1 0.41, ha_1 0.23, nand4_1 0.22, nor4_2 0.48
nand3_1 0.16, xnor2_1 0.14
[area by class of cell]
class | count | area, um2 | share of cell area (%)
timing repair buffer | 18 | 178 | 7.28
multi-input combinational | 142 | 935 | 38.3
sequential | 49 | 1140 | 46.7
clock inverter | 2 | 33.8 | 1.38
tap | 50 | 62.6 | 2.56
clock buffer | 6 | 72.6 | 2.97
inverter | 5 | 18.8 | 0.769
[cells by family after synthesis]
kind of cell / after synthesis
flops: 49
simple gates: 94
compound gates: 2
fa+ha+maj: 3
xor+xnor: 37
buf+inv: 7
other cells: 1
[cells in the mapped netlist (2+ instances only)]
library cell,n,area share (%)
dfxtp_1,33,32
xnor2_1,27,11
nor2_1,19,3.4
nand4_1,18,5.4
edfxtp_1,16,23
nand3_1,15,3.6
nand2_1,10,1.8
xor2_1,10,4.2
nor4_1,9,2.7
and3_1,8,2.4
inv_1,5,0.90
and2_1,4,1.2
nor3_1,4,0.96
ha_1,3,1.8
buf_2,2,0.48
[sequential cells by signal (all words and copies together) (netlist names)]
register    flops
clk_enable      1
y_c            16
c_counter      32
[path summary, 6_finish.rpt]
path	startpoint	end	slack, ns	cells after the start
worst max-delay path	y_c[4]$_SDFFCE_PP0P_	y_c[4]	4.54	1
worst min-delay path	c_counter[31]$_SDFF_PN0_	c_counter[31]$_SDFF_PN0_	0.48	1
worst max register to register	c_counter[0]$_SDFF_PN0_	c_counter[26]$_SDFF_PN0_	5.56	5
worst min register to register	c_counter[31]$_SDFF_PN0_	c_counter[31]$_SDFF_PN0_	0.48	1
[layer usage]
| layer | part of all wire (%) | GRT usage (%) | vias to the layer above |
|---|---|---|---|
| li1 | - | - | 744 |
| met1 | 47 | 27.0 | 694 |
| met2 | 47 | 31.4 | 33 |
| met3 | 3.7 | 2.08 | 9 |
| met4 | 1.6 | 3.99 | 0 |
| met5 | 0 | 0 | - |
[cell usage in the layout, fill, tap and decap left out, types with 3 or more instances in the layout]
cell / instances
dfxtp_1: 33
xnor2_1: 27
nor2_1: 19
nand4_1: 18
clkdlybuf4s50_1: 17
edfxtp_1: 16
nand3_1: 15
nand2_1: 10
xor2_1: 10
nor4_1: 9
and3_1: 8
conb_1: 6
inv_1: 5
clkbuf_8: 5
and2_1: 4
nor3_1: 4
ha_1: 3
Power and IR drop assume default switching activity.
