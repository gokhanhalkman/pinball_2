==> flow/design.v <==
module ball #(
    RAD = 30,     
    IX=430,          
    IY=230,          
    IX_DIR=1,        
    IY_DIR=1,        
    left_wall_x = 200,
    right_wall_x = 440,
    upper_wall_y = 50,
    left_inclined_wall_constant = 278,
    right_inclined_wall_constant = 198,
    lfsx = 280,
    lfsy = 280,
    lfmx = 290,
    rfsx = 360,
    rfsy = 280,
    rfmx = 350,
    red_circle_rad = 40,
    green_circle_rad = 40,
    purple_hexagon_rad = 50,
    purple_hexagon_cut = 30
    )
    (
        input wire clk,                
        input wire rst,                
        input wire [11:0] lfmy,
        input wire [11:0] rfmy,
        input wire [11:0] red_circle_a_center_x,
        input wire [11:0] red_circle_a_center_y,
        input wire [11:0] red_circle_b_center_x,
        input wire [11:0] red_circle_b_center_y,
        input wire [11:0] green_circle_a_center_x,
        input wire [11:0] green_circle_a_center_y,
        input wire [11:0] green_circle_b_center_x,
        input wire [11:0] green_circle_b_center_y,
        input wire [11:0] purple_hexagon_a_center_x,
        input wire [11:0] purple_hexagon_a_center_y,
        input wire [11:0] purple_hexagon_b_center_x,
        input wire [11:0] purple_hexagon_b_center_y,
        output wire [11:0] rad,        
        output wire [11:0] center_x,   
        output wire [11:0] center_y   
    );
    reg [11:0] lwx = left_wall_x + RAD;
    reg [11:0] rwx = right_wall_x - RAD;
    reg [11:0] uwy = upper_wall_y + RAD;
    reg [11:0] liwc = left_inclined_wall_constant - 4*RAD;  
    reg [11:0] riwc = right_inclined_wall_constant - 4*RAD;  
    reg [11:0] x = IX;    
    reg [11:0] y = IY;    
    reg [1:0] x_dir = IX_DIR;   
    reg [1:0] y_dir = IY_DIR;   
    reg now_move_xdir = 0;
    integer clk_counter_xdir = 0;
    integer clk_counter_period_xdir = 5000000000;
    reg now_move_ydir = 0;
    integer clk_counter_ydir = 0;
    integer clk_counter_period_ydir = 5000000000;
    assign rad = RAD;
    assign center_x = x;
    assign center_y = y;
    always @ (posedge clk)
    begin
        if(clk_counter_xdir == clk_counter_period_xdir - 1)
        begin
            now_move_xdir <= 1;
            clk_counter_xdir <= 0;
        end
        else
        begin
            now_move_xdir <= 0;
            clk_counter_xdir <= clk_counter_xdir + 1;
        end
        if(clk_counter_ydir == clk_counter_period_ydir - 1)
        begin
            now_move_ydir <= 1;
            clk_counter_ydir <= 0;
        end
        else
        begin
            now_move_ydir <= 0;
            clk_counter_ydir <= clk_counter_ydir + 1;
        end
    end
    always @ (posedge clk)
    begin
    end
    always @ (posedge clk)
    begin
        if (rst)   
        begin
            x <= IX;
            y <= IY;
            x_dir <= IX_DIR;
            y_dir <= IY_DIR;
        end
        if(now_move_xdir)
        begin
            if(x_dir == 1)
                x <= x - 1;
            if(x_dir == 2)
                x <= x + 1;
        end
        if(now_move_ydir)
        begin
            if(y_dir == 1)
                y <= y - 1;
            if(y_dir == 2)
                y <= y + 1;
        end
        if(now_move_xdir | now_move_ydir)
        begin
            if(y >= uwy)
                y_dir <= 2;
            if(x <= lwx)
                x_dir <= 2;
            if(x >= rwx)
                x_dir <= 1;
        end
    end
endmodule
==> flow/run.sh <==
#!/bin/bash
# OpenROAD 26Q1-2900-gdf79404cd8, Yosys 0.63+post, stock flow scripts
make -C /OpenROAD-flow-scripts/flow DESIGN_CONFIG=/design/flow/config.mk WORK_HOME=/design/flow/orfs finish
==> flow/config.mk <==
export PLATFORM = sky130hd
export DESIGN_NAME = ball
export DESIGN_NICKNAME = ball
export VERILOG_FILES = /design/flow/design.v
export SDC_FILE = /design/flow/constraint.sdc
export NUM_CORES = 4
export LEC_CHECK = 1
export CORE_UTILIZATION = 30
==> flow/constraint.sdc <==
current_design ball

set clk_period 4.3
set clk_io_pct 0.2

create_clock -name clk0 -period $clk_period [get_ports {clk}]

set non_clock_inputs [all_inputs -no_clocks]
set_input_delay [expr $clk_period * $clk_io_pct] -clock clk0 $non_clock_inputs
set_output_delay [expr $clk_period * $clk_io_pct] -clock clk0 [all_outputs]
==> results_dict.tcl <==
# yosys + openroad results
set metrics [dict create \
    status "completed" \
    vias_per_cell 5.23 \
    cts-hold-fix-buffers 0 \
    cts_sinks 94 \
    design.die.area_sq_um 17800 \
    drc 0 \
    synth_top_flop_cell "dfxtp_1" \
    async_flop_share 0 \
    cts_buffers 9 \
    worst-setup-path-type "input port to register" \
    max_cap_violations 0 \
    die_y_microns 133 \
    grt_max_degree 24 \
    ys_ff 94 \
    wirelength_met1_mm 5.73 \
    clk_latency_ps 350 \
    fp-row-count 47 \
    wirelength_mm 11.4 \
    ctsHtreeMaxLevel 3 \
    finalHoldViolCount 0 \
    finClkSkew_ps 8.17 \
    grt_pass1_vias 3922 \
    dr_wl_met3_microns 397 \
    grt_pass1_wl_mm 19.4 \
    worstPathMaxFanout 19 \
    startpoint_type "input port" \
    ys_chip_area_sq_um 5170 \
    power_density_nw_per_um2 305 \
    overflow 0 \
    leakagePower_nw 2.12 \
    yosysMostFrequentCell "dfxtp_1" \
    dieWidth_microns 133 \
    openroad.warnings 198 \
    cts_root_buf "clkbuf_16" \
    fmax_mhz 397 \
    synth_top_area_share 0.364 \
    nFillCells 1704 \
    route.met2.wl_mm 5.07 \
    hold_path.class "register to register" \
    fin_crit_ps 2520 \
    grt_usage 0.132 \
    cts_buffer_depth 2 \
    ys_seq_frac 0.364 \
    peakVddDrop_mv 0.177 \
    post-route-period-util 0.586 \
    worstPathRequired_ps 4530 \
    topRoutingLayerUsed "met4" \
    post-cts-setup-buffer-count 0 \
    topCellsByArea "dfxtp_1 (36%), xor2_1 (5.4%), nand2_1 (3.4%), nand4_1 (3.4%), xnor2_1 (3.0%)" \
    drtAntennaViolNets 0 \
    max_slew_margin 0.481 \
    antenna_found_initial 0 \
    ys_warn_count 1 \
    power.total_mw 1.78 \
    io_pins 206 \
    synth_area_leader_cell "dfxtp_1" \
    setup-violations-final 0 \
    seq_area_sq_um 1880 \
    dr.pass1.iters 4 \
    path_clk_slew_ps 60 \
    syn_inst 625 \
    cts_tree "built" \
    cp-end-kind "register" \
    arrival_ps 2760 \
    common_cells "dfxtp_1 (94), nand2_1 (47), nor2_1 (36)" \
    layout-drive-gt1-share 0.0411 \
    hold_slack_ps 453 \
    cts_resized 0 \
    vias 4457 \
    finalSetupTns_ps 0 \
    core_sq_um 16700 \
    rsz0062_at_grt "false" \
    ys_types 67 \
    wl_per_cell_microns 13.4 \
    drt_iter0_drc 289 \
    dp_hpwl_mm 7.81 \
    fp_util 0.310 \
    mi_logic_area_sq_um 3030 \
    yosys_cells 625 \
    n_antenna_cell 0 \
    syn-mean-instance-area_sq_um 8.28 \
    tightest_slew_ps 777 \
    slew_violations 0 \
    syn_to_final_growth_pct 12.7 \
    syn-cell-area_sq_um 5170 \
    synth-edff-count 0 \
    numPortBuffers 25 \
    gp_congestion 0.857 \
    reg2reg_slack_ps 2070 \
]
## power breakdown
group | switching [mW] | leakage, nW | internal, mW
combinational | 0.0293 | 1.22 | 0.0428
sequential | 0.0304 | 0.759 | 0.883
clock | 0.331 | 0.141 | 0.461
## sequential cells by signal, indices dropped and copies added (netlist names)
name and flops:
clk_counter_xdir 32, clk_counter_ydir 32, x 12, y 12, x_dir 2, y_dir 2, now_move_xdir 1, now_move_ydir 1
## metal layers
layer / track usage / vias up
li1: - / 2303
met1: 0.206 / 2051
met2: 0.201 / 88
met3: 0.0120 / 15
met4: 0.0265 / 0
met5: 0 / -
## critical path, stage by stage
cell	delay, ps
clkdlybuf4s50_1	790
a21oi_1	730
nor4_1	140
a31o_2	240
## cell families (layout without fill, tap and decap cells)
group | Yosys count | count (layout) | synth area share
AND-OR/OR-AND | 124 | 124 | 0.168
buffers and inverters | 68 | 66 | 0.0595
adder cells (fa/ha/maj) | 8 | 8 | 0.0194
multiplexers | 2 | 2 | 0.00387
other | 2 | 12 | 0.00145
AND/OR/NAND/NOR | 277 | 277 | 0.300
flip-flops | 94 | 94 | 0.364
XOR/XNOR | 50 | 50 | 0.0847
## final timing paths
check / end / depth (start not counted) / startpoint
worst max register to register: clk_counter_xdir[3] / 5 / clk_counter_xdir[2]
worst min-delay path: clk_counter_xdir[0] / 1 / clk_counter_xdir[0]
worst min register to register: clk_counter_xdir[0] / 1 / clk_counter_xdir[0]
worst max-delay path: y[7] / 4 / rst
## cell usage in the layout (no fill, tap or decap), drive strengths merged, types with 6 or more instances in the layout
cell | netlist | final
nand3 | 31 | 31
inv | 23 | 23
xor2 | 32 | 32
nor2 | 36 | 36
a21oi | 20 | 20
and2 | 7 | 7
xnor2 | 18 | 18
clkbuf | 23 | 11
nand4 | 28 | 28
ha | 8 | 8
nor2b | 11 | 11
nand2b | 7 | 7
and3 | 12 | 12
nor4 | 20 | 20
or3 | 11 | 11
o31ai | 10 | 10
nand2 | 47 | 47
clkdlybuf4s50 | 0 | 25
and4 | 13 | 13
o21ai | 26 | 26
or4 | 11 | 11
nor3 | 26 | 26
dfxtp | 94 | 94
a31oi | 6 | 6
conb | 2 | 12
## layout make-up
class                   count  share of cell area
inverters                  24              0.0155
clock inverters             4             0.00816
repair buffers             27              0.0455
well taps                 220              0.0472
flip-flops and latches     94               0.323
multi-input cells         473               0.519
clock buffers              11              0.0416
## stage by stage
stage          instance area, sq um  std cells   util  worst slack, ps
2_1_floorplan                  5210        635      -             2410
3_3_place_gp                   5540        838  0.332             1390
3_5_place_dp                   5540        838  0.332             1400
4_1_cts                        5830        853  0.349             1760
5_1_grt                        5830        853  0.349             1670
6_report                       5830        853  0.349             1780
Power is estimated from default activity; no workload was simulated.
